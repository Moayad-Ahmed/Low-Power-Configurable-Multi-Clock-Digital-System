===== flow/design.v =====
module	ALU # ( parameter Op_Width = 8, Fun_Width = 4, Out_Width = Op_Width*2 ) 
(
  input	wire   [Op_Width-1:0]    A,
  input wire   [Op_Width-1:0]    B,
  input	wire                     CLK,
  input wire                     RST,
  input wire                     ENABLE,
  input	wire   [Fun_Width-1:0]   ALU_FUN,
  output reg   [Out_Width-1:0]   ALU_OUT,
  output reg                     OUT_VALID
);
 reg	[Out_Width-1:0]		ALU_OUT_COMB;
 reg                    OUT_VALID_COMB;
always @(posedge CLK or negedge RST)
  begin
  if (!RST)
    begin
    ALU_OUT <= 'b0;
    OUT_VALID <= 'b0;
    end
  else
    begin
    ALU_OUT <= ALU_OUT_COMB;
    OUT_VALID <= OUT_VALID_COMB;	
    end
end
always @(*)
  begin
    if (ENABLE)
      begin
      OUT_VALID_COMB = 1'b1;
      case (ALU_FUN)
       4'b0000: begin	  
                ALU_OUT_COMB = A + B;
	              end
       4'b0001: begin	  
		            ALU_OUT_COMB = A - B;
	              end 
       4'b0010: begin	  
		            ALU_OUT_COMB = A * B;
	              end
       4'b0011: begin	  
		            ALU_OUT_COMB = A / B;
	              end 
       4'b0100: begin	  
		            ALU_OUT_COMB = A & B;
	              end
       4'b0101: begin	  
		            ALU_OUT_COMB = A | B;
	              end
       4'b0110: begin	  
		            ALU_OUT_COMB = ~ (A & B);
	              end
       4'b0111: begin	  
		            ALU_OUT_COMB = ~ (A | B);
	              end
       4'b1000: begin	  
		            ALU_OUT_COMB = A ^ B;
	              end
       4'b1001: begin	  
		            ALU_OUT_COMB = ~ (A ^ B);
	              end
       4'b1010: begin	  
		            ALU_OUT_COMB = (A == B) ? 'h1 : 'b0;
	              end
       4'b1011: begin	  
		            ALU_OUT_COMB = (A > B) ? 'h2 : 'b0;
	              end 
       4'b1100: begin	  
		            ALU_OUT_COMB = (A < B) ? 'h3 : 'b0;
	              end
       4'b1101: begin	  
		            ALU_OUT_COMB = A >> 1;
	              end
       4'b1110: begin	  
		            ALU_OUT_COMB = A << 1;
	              end
       default: begin
		            ALU_OUT_COMB = 'b0;
	              end
      endcase
      end
    else
      begin
      ALU_OUT_COMB = 'b0;
      OUT_VALID_COMB = 1'b0;
      end
end
endmodule

===== flow/run.sh =====
#!/bin/bash
# OpenROAD 26Q1-2900-gdf79404cd8, Yosys 0.63+post, stock flow scripts
make -C /OpenROAD-flow-scripts/flow DESIGN_CONFIG=/design/flow/config.mk WORK_HOME=/design/flow/orfs finish

===== flow/config.mk =====
export PLATFORM = sky130hd
export DESIGN_NAME = ALU
export DESIGN_NICKNAME = ALU
export VERILOG_FILES = /design/flow/design.v
export SDC_FILE = /design/flow/constraint.sdc
export NUM_CORES = 4
export LEC_CHECK = 1
export CORE_UTILIZATION = 30

===== flow/constraint.sdc =====
current_design ALU

set clk_period 1.0
set clk_io_pct 0.2

create_clock -name clk0 -period $clk_period [get_ports {CLK}]

set non_clock_inputs [all_inputs -no_clocks]
set_input_delay [expr $clk_period * $clk_io_pct] -clock clk0 $non_clock_inputs
set_output_delay [expr $clk_period * $clk_io_pct] -clock clk0 [all_outputs]

==> impl_metrics.toml <==
# flow metrics
[timing]
clock.fmax_ghz = 0.04168
setup_violations = 18
tightest_slew_ps = 501.4
hold_viol = 0
fin_ws_ps = -22990
fin_crit_ps = 23990
period_used_share = 23.99
rsz0062_at_grt = "yes"
max_slew_margin = 0.6614
slew_viol_final = 0

[yosys]
ys_warn_count = 1
ys_seq_frac = 0.04526
ys_cells = 1269
syn-mean-instance-area_sq_um = 7.407
numSynthFlops = 17
edf_count = 0
async_reset_ff_frac = 1.000
ys_chip_area_sq_mm = 0.009399
ys_top_cells_by_area = "ha_1, fa_1, nor2_1, nand2_1, dfrtp_1"
synth.distinct_cells = 94
yosysMostFrequentCell = "ha_1"
netlist_area_sq_mm = 0.009399
ff_type = "dfrtp_1"
common_cells = "ha_1, nor2_1, nand2_1"
yosysTopAreaCell = "ha_1"
top_cell_area_share = 0.2157
syn_inst = 1269

[drt]
finalWirelength_mm = 36.82
dr_total_vias = 11950
wire_per_inst_um = 16.05
vias_per_cell = 5.209
diodes = 0
drtPass1Iterations = 5
drt_iter0_drc = 587
drc = 0
ant_nets = 0

[placement]
place.gp.congestion = 0.9571
dp.cells = 2122
portBuffers = 39
dpl.hpwl_mm = 26.87

[clocking]
clockRootBuffer = "clkbuf_16"
cts-buffers-inserted = 3
cts_max_level = 1
cts_num_sinks = 17
cts.path.max_buffers = 2
clk_pin_slew_ps = 60
cts_hold_buf = 0
cts_tree = "done"

[power]
leakagePower_nw = 7.945
p_clk_frac = 0.015
p_sw_mw = 26.77
power_frac_seq = 0.013
power.share.combinational = 0.972
peakVddDrop_v = 0.005195
swShare = 0.4377
power.density_mw_per_mm2 = 3804
p_int_mw = 34.38
power_mw = 61.15

[critical_path]
crit_top_cell = "buf_4"
crit_path_max_fanout = 6
path_class = "in2reg"
cp.arrival_ps = 24150
crit_slowest_cell = "o41a_1"
crit_required_ps = 1150
endpoint_kind = "register"
start_kind = "input pin"
max_stage_delay_ps = 410

[floorplanning]
ioPinCount = 40
die_x_um = 179
die.size.y_um = 179
num_rows = 64
coreArea_sq_mm = 0.03067
die_area_sq_mm = 0.03204
fp_util = 0.3065

[global_routing]
grt_max_degree = 22
overflow = 0
grt_pass1_vias = 11420
antenna_found_initial = 1
grt_pass1_wl_mm = 57.87
grt_usage = 0.2317

[layout]
area_growth_pct = 71.02
final_cells = 2294
drive_above_1_share = 0.4536

[hold_path]
hp-class = "in2async"

[run]
maxCapViolCount = 0
openroad.warnings = 47

[outcome]
outcome = "complete, but fails checks"
failed_checks = "setup timing"
[metrics by stage]
step	instance area (sq um)	setup slack (ps)	hold slack (ps)	util	TNS [ps]
after floorplan	9896	-24070	-95.59	-	-163820
after global placement	13950	-23460	561.8	0.4549	-169320
after detailed placement	13950	-23990	563.6	0.4549	-172460
after CTS	15270	-22420	274.4	0.4979	-154680
after global routing	16070	-24170	280.6	0.5241	-166260
final	16070	-22990	272.0	0.5241	-157740
[cells in the final DEF, fill, tap and decap left out, types with 24 or more instances in the layout]
cell,instances
buf_4,587
ha_1,137
nand2_1,115
nor2_1,111
inv_1,93
nor3_1,55
a21oi_1,54
xnor2_1,39
fa_1,36
o21a_1,35
o21ai_0,35
a21o_1,27
nand3_1,26
buf_6,24
[power groups by stage]
stage	registers, mW	logic, mW	clock network [mW]
after CTS	0.807	54.3	0.920
after global routing	0.812	62.9	0.946
final	0.806	59.4	0.904
[routing by layer]
| metal | global-route usage | vias to the layer above | part of all wire |
|---|---|---|---|
| met5 | 0 | - | 0 |
| met4 | 0.03143 | 0 | 0.016 |
| met3 | 0.04107 | 45 | 0.066 |
| met2 | 0.3742 | 351 | 0.45 |
| met1 | 0.3306 | 5628 | 0.47 |
| li1 | - | 5926 | - |
[logic make-up after synthesis]
group | Yosys count | share of synthesized area
multiplexers | 32 | 0.03794
buffers and inverters | 145 | 0.06110
other | 1 | 0.0003990
adder cells (fa/ha/maj) | 201 | 0.2977
AND/OR/NAND/NOR | 462 | 0.2384
AND-OR/OR-AND | 356 | 0.2680
flip-flops | 17 | 0.04526
XOR/XNOR | 55 | 0.05125
[flip-flops by register name (all words and copies together), names as in the netlist]
name	flops
ALU_OUT	16
OUT_VALID	1
[worst paths after layout]
| path | start | end | slack (ps) | cells after the start |
|---|---|---|---|---|
| max | B[0] | ALU_OUT[0]$_DFF_PN0_ | -22990 | 135 |
| max in group asynchronous | RST | ALU_OUT[15]$_DFF_PN0_ | 580 | 2 |
| min | RST | ALU_OUT[0]$_DFF_PN0_ | 270 | 2 |
| min in group clk0 | ENABLE | OUT_VALID$_DFF_PN0_ | 430 | 1 |
[critical path, delay by kind of cell]
family	cells	cell delay (ps)
AND-OR/OR-AND	56	9520
XOR/XNOR	1	140
adder cells (fa/ha/maj)	13	3150
buffers and inverters	31	3810
multiplexers	7	1790
AND/OR/NAND/NOR	27	5520
[area by class of cell]
| class | count | area (sq um) |
|---|---|---|
| fill | 2653 | 14600 |
| multi-input combinational | 1114 | 9522 |
| tap | 396 | 495.5 |
| sequential | 17 | 425.4 |
| timing repair buffer | 659 | 5141 |
| clock buffer | 4 | 78.83 |
| inverter | 104 | 411.6 |
[repair_timing]
item | in CTS | in global routing
setup endpoints to repair | 33 | 23
endpoints found under the hold margin | 0 | 0
gates resized | 169 | 106
buffers inserted | 123 | 50
pin swaps | 103 | 109
